--- ./run.sh ---
#!/bin/bash
# OpenROAD 26Q1-2900-gdf79404cd8, Yosys 0.63+post, stock flow scripts
make -C /OpenROAD-flow-scripts/flow DESIGN_CONFIG=/design/flow/config.mk WORK_HOME=/design/flow/orfs finish
--- ./config.mk ---
export PLATFORM = sky130hd
export DESIGN_NAME = evm
export DESIGN_NICKNAME = evm
export VERILOG_FILES = /design/flow/design.v
export SDC_FILE = /design/flow/constraint.sdc
export NUM_CORES = 4
export LEC_CHECK = 1
export CORE_UTILIZATION = 30
--- ./constraint.sdc ---
current_design evm

set clk_period 4.5
set clk_io_pct 0.2

create_clock -name clk0 -period $clk_period [get_ports {Push_Button}]

set non_clock_inputs [all_inputs -no_clocks]
set_input_delay [expr $clk_period * $clk_io_pct] -clock clk0 $non_clock_inputs
set_output_delay [expr $clk_period * $clk_io_pct] -clock clk0 [all_outputs]
--- ./design.v ---
module evm (
    input wire [3:0] voter_switch,      
    input wire Push_Button,             
    input wire voting_en,               
    input wire reset,                   
    output reg [6:0] dout,              
    output reg [4:0] v1,                
    output reg [6:0] seg3,              
    output reg [6:0] seg2,              
    input wire sw1,                     
    input wire sw2,                     
    input wire sw3,                     
    input wire sw4,                     
    input wire swout                    
);
reg [4:0] cnt_reg1 = 0;   
reg [4:0] cnt_reg2 = 0;   
reg [4:0] cnt_reg3 = 0;   
reg [4:0] cnt_reg4 = 0;   
always @(posedge Push_Button or posedge reset) begin
    if (reset) cnt_reg1 <= 0;
    else if (voter_switch == 4'b0001 && voting_en) cnt_reg1 <= cnt_reg1 + 1;
end
always @(posedge Push_Button or posedge reset) begin
    if (reset) cnt_reg2 <= 0;
    else if (voter_switch == 4'b0010 && voting_en) cnt_reg2 <= cnt_reg2 + 1;
end
always @(posedge Push_Button or posedge reset) begin
    if (reset) cnt_reg3 <= 0;
    else if (voter_switch == 4'b0100 && voting_en) cnt_reg3 <= cnt_reg3 + 1;
end
always @(posedge Push_Button or posedge reset) begin
    if (reset) cnt_reg4 <= 0;
    else if (voter_switch == 4'b1000 && voting_en) cnt_reg4 <= cnt_reg4 + 1;
end
always @(*) begin
    if (swout && voting_en)
        dout = cnt_reg1 + cnt_reg2 + cnt_reg3 + cnt_reg4;
    else
        dout = 6'b000000;
end
always @(*) begin
    casez ({sw1, sw2, sw3, sw4, swout})
        5'b10000: begin
            v1 = cnt_reg1;
            seg3 = 7'b1001111;  
        end
        5'b01000: begin
            v1 = cnt_reg2;
            seg3 = 7'b0010010;  
        end
        5'b00100: begin
            v1 = cnt_reg3;
            seg3 = 7'b0000110;  
        end
        5'b00010: begin
            v1 = cnt_reg4;
            seg3 = 7'b1001100;  
        end
    endcase
    casez ({sw1, sw2, sw3, sw4, swout})
        5'b10001: seg2 = seven(cnt_reg1);  
        5'b01001: seg2 = seven(cnt_reg2);  
        5'b00101: seg2 = seven(cnt_reg3);  
        5'b00011: seg2 = seven(cnt_reg4);  
    endcase
end
function [6:0] seven;
    input [3:0] data_in;
    begin
        case (data_in)
            4'b0000: seven = 7'b0000001;  
            4'b0001: seven = 7'b1001111;  
            4'b0010: seven = 7'b0010010;  
            4'b0011: seven = 7'b0000110;  
            4'b0100: seven = 7'b1001100;  
            4'b0101: seven = 7'b0100100;  
            4'b0110: seven = 7'b0100000;  
            4'b0111: seven = 7'b0001111;  
            4'b1000: seven = 7'b0000000;  
            4'b1001: seven = 7'b0000100;  
            default: seven = 7'b1111111;  
        endcase
    end
endfunction
endmodule
==> impl_metrics.yaml <==
# physical design summary
outcome:
  status: "finished clean"
critical_path:
  crit_start: "cnt_reg1[1]"
  crit_path_end_kind: "output pin"
  crit_type: "reg -> out"
  rrSetupSlack_ns: 3.07
  arrival_ns: 3.41
  rr_startpoint: "cnt_reg4[1]"
  start_kind: "flip-flop"
  crit_required_ns: 3.60
  cp_max_fo: 4
synth:
  synth_cell_types: 52
  flop_cell: "dfrtp_1"
  synth_top_area_share_pct: 17.9
  synth.area.top_cells: "dfrtp_1 18%, ha_1 13%, dlxtn_1 9.1%"
  syn_area_per_cell_sq_um: 8.81
  yosys_warnings: 1
  syn_area_sq_um: 2790
  yosys-stat-cells: 317
  yosysTopAreaCell: "dfrtp_1"
  netlist_instances: 317
  numSynthFlops: 37
  edf_count: 0
  synth_chip_area_sq_um: 2790
  async_flop_share_pct: 54.1
placement:
  gp_congestion: 0.913
  place_ws_ns: 0.264
  dp_hpwl_um: 5550
  portBuffers: 36
final_timing:
  slew_violations: 0
  setup_viol: 0
  fmax_mhz: 232
  fin_crit_sh_pct: 95.9
  setup_ws_ns: 0.186
  untimed_endpoints: 35
  final.setup.tns_ns: 0
  tightestPinTransition_ns: 0.571
  rsz0062_at_grt: "no"
  clock_skew_ns: 0.00414
  finalWorstPathRequiredPeriod_ns: 4.31
  unclocked_pins: 17
  slew_headroom_pct: 61.7
  hold_viol: 0
floorplanning:
  core_area_sq_um: 8850
  fp-row-count: 34
  chipArea_sq_um: 9690
  pin_count: 38
  die_x_um: 98.5
  dieHeight_um: 98.5
  fp_util_pct: 31.5
grt:
  grt_pass1_vias: 2169
  grt_pass1_wl_um: 11200
  antenna_found_initial: 0
  grt_max_degree: 21
  globalRouteOverflowTotal: 0
  grt.total_usage_pct: 15.1
clock_network:
  clockBufferDepth: 2
  cts_buffers: 3
  cts_root_buffer: "clkbuf_8"
  clk_pin_slew_ns: 0.08
  hold_buffers: 0
  htree_num_levels: 1
  cts_tree: "built"
  insertion_delay_ns: 0.27
drt:
  diodes: 0
  drc: 0
  vias: 2298
  ant_nets: 0
  drtIter0Drc: 151
  detail_route.wl_per_cell_um: 15.2
  viasPerCell: 5.04
  wirelength_um: 6910
  firstDrtPassIters: 4
final_layout:
  drive_gt1_share_pct: 9.77
  area_growth_pct: 19.5
hold_path:
  hold_path_class: "reg -> reg"
  min_from: "cnt_reg2[4]"
pwr:
  power_density_nw_per_um2: 702
  ir_drop_mv: 0.213
  leakage_nw: 1.45
run:
  warning_count: 44
  maxCapViolations: 0
[through the flow]
step	hold slack, ns	cell area (sq um)	total power, mW	utilization (%)	instances
final	0.472	3340	2.34	37.7	456
after global routing	0.509	3340	2.61	37.7	456
after CTS	0.480	3290	2.32	37.2	451
after detailed placement	0.467	3230	2.16	36.5	447
after global placement	0.464	3230	2.17	36.5	447
after floorplan	0.446	2790	1.58	-	317
[synth_stat cells, types with 2 or more instances]
master    number
a21o_1         2
a21oi_1       13
a31oi_1        2
a32oi_1        2
and3_1         3
and3b_1        2
and4_1         2
and4b_1        2
buf_4          2
clkbuf_1      13
dfrtp_1       20
dlxtn_1       17
fa_1          10
ha_1          29
inv_1         37
mux2_2         6
mux2i_1        3
nand2_1       23
nand2b_1       4
nand3_1        9
nand4_1        9
nor2_1        14
nor2b_1        5
nor3_1         2
nor3b_1        4
o211ai_1       6
o21ai_0       19
o221ai_1      12
xnor2_1       21
xor2_1         2
[layout by cell type (no fill, tap or decap), drive strengths merged, types with 2 or more instances in the layout]
master / count
nor2: 14
nor3b: 5
nor2b: 5
xnor2: 21
and4: 2
clkdlybuf4s50: 36
and4b: 2
mux2i: 3
nand4: 9
and3b: 2
o211ai: 7
inv: 36
buf: 9
xor2: 2
and3: 3
o21ai: 19
and2: 2
fa: 10
dfrtp: 20
ha: 29
nand3: 10
a21o: 2
a32oi: 2
a21oi: 13
dlxtn: 17
a31oi: 2
nand2: 23
o221ai: 12
nor3: 3
nand2b: 4
clkbuf: 4
mux2: 6
[sequential cells by signal, summed over array words and instances, names as in the netlist]
name      flops
cnt_reg1      5
cnt_reg2      5
cnt_reg3      5
cnt_reg4      5
seg2          7
seg3          5
v1            5
[metal layers]
metal / share of wire, % / GRT usage [%] / vias up
met5: 0 / 0 / -
li1: - / - / 1155
met1: 47 / 23.2 / 1071
met3: 5.8 / 1.66 / 8
met4: 1.1 / 1.84 / 0
met2: 46 / 24.3 / 64
[power by group]
| part | switching (mW) | internal [mW] | total (mW) | leakage [nW] |
|---|---|---|---|---|
| Clock | 0.0696 | 0.0782 | 0.148 | 0.0288 |
| Sequential | 0.179 | 0.333 | 0.512 | 0.377 |
| Combinational | 0.819 | 0.862 | 1.68 | 1.05 |
[path summary, 6_finish.rpt]
kind / cells past startpoint / to
worst max register to register: 3 / cnt_reg4[1]
min in group asynchronous: 3 / cnt_reg3[3]
worst min register to register: 1 / cnt_reg2[4]
worst max-delay path: 11 / dout[5]
max in group asynchronous: 3 / cnt_reg1[1]
worst min-delay path: 1 / cnt_reg2[4]
[critical path, stage by stage (launching register included)]
cell	delay [ns]
dfrtp_2	0.41
clkinvlp_4	0.14
fa_1	0.50
fa_1	0.51
inv_1	0.04
ha_1	0.21
fa_2	0.35
a21o_1	0.19
a21oi_1	0.16
xor2_1	0.08
nor2_1	0.08
clkdlybuf4s50_1	0.46
[repair_timing]
| action | in CTS | in global routing |
|---|---|---|
| setup buffers | 0 | 5 |
| pin swaps | 0 | 1 |
| resized | 1 | 6 |
| setup endpoints to repair | 1 | 3 |
[kinds of logic (layout without fill, tap and decap cells)]
family | after synthesis | after routing | synth area share, %
other | 1 | 1 | 0.134
latches | 17 | 17 | 9.14
AND/OR/NAND/NOR | 88 | 88 | 18.2
flip-flops | 20 | 20 | 17.9
multiplexers | 9 | 9 | 3.50
adder cells (fa/ha/maj) | 39 | 39 | 20.2
XOR/XNOR | 23 | 23 | 7.22
buffers and inverters | 56 | 87 | 8.16
AND-OR/OR-AND | 64 | 64 | 15.6
[layout make-up]
class	count	area [sq um]
sequential	37	762
clock buffer	4	55.1
fill	885	5510
multi-input combinational	224	1810
tap	108	135
timing repair buffer	45	428
inverter	38	146
Power figures rest on the tool's default switching activity, not on a simulated workload.
